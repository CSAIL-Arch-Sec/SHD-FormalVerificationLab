==> design.v <==
localparam MITSHD_LAB6_CSR_INITFILE="csr_file.mem";
localparam MITSHD_LAB6_BACKDOOR_CODE = 32'hDEAD000;
localparam MITSHD_LAB6_BACKDOOR_IMM_ENCODING = 32'hcafe000;
parameter int CSR_ADDR_SIZE = 12;
parameter CSR_IMM_ECALL = 12'b0;
parameter CSR_IMM_EBREAK = 12'b1;
parameter CSR_IMM_URET = 12'b0000000_00010;
parameter CSR_IMM_SRET = 12'b0001000_00010;
parameter CSR_IMM_MRET = 12'b0011000_00010;
parameter CSR_IMM_WFI  = 12'b0001000_00101;
parameter utimer        =       12'h037;
parameter   mhartid     =       12'hf14;
parameter   mstatus     =       12'h300;
parameter   mstatush    =       12'h310;
parameter   mie         =       12'h304;
parameter   mpie        =       12'h398;
parameter   mtvec       =       12'h305;
parameter   mscratch    =       12'h340;
parameter   mepc        =       12'h341;
parameter   mcause      =       12'h342;
parameter   mtval       =       12'h343;
parameter   mip         =       12'h344;
parameter mpp           =       12'h399;
parameter mipi_issuer   =       12'h397;
parameter csr_serial_flags = 12'h200;
parameter csr_serial_io_in = 12'h201;
parameter csr_serial_io_out = 12'h202;
parameter EXCEPTION_CAUSE_ILLEGAL_ACCESS = 32'h1;
parameter EXCEPTION_CAUSE_INVALID_INSTRUCTION = 32'h2;
parameter EXCEPTION_CAUSE_EXTERNAL = {1'b1, 31'd11};
parameter EXCEPTION_CAUSE_IPI = {1'b1, 31'd12};
parameter EXCEPTION_CAUSE_ECALL_U = 32'd8;
parameter EXCEPTION_CAUSE_ECALL_S = 32'd9;
parameter EXCEPTION_CAUSE_ECALL_M = 32'd11;
parameter PSP_PRIV_USER     =   2'b00;
parameter PSP_PRIV_MACHINE  =   2'b11;
parameter TFT_MEM_BASE = 32'h40_00_00_00;
parameter TFT_MEM_SIZE = 32'h01_00_00_00;
parameter GRAPHICS_MEM_BASE = 32'h80_00_00_00;
parameter GRAPHICS_MEM_SIZE = 32'h01_00_00_00;
parameter SERIAL_MEM_BASE = 32'hD0_00_00_00;
parameter SERIAL_MEM_SIZE = 32'h00_00_01_00;
parameter RING_MEM_IPI_BASE = 32'ha0_00_00_00;
parameter RING_MEM_IPI_SIZE = 32'h00_00_10_00;
parameter MAIN_CORE_ID = 0;
parameter MVECT = 12'h50;
parameter MAIN_RAM_SIZE = 32'h04_00_00_00;
parameter CACHE_LINE_BYTES = 64;
parameter L1_NUM_WAYS = 8;
parameter L1_NUM_SETS = 16;
parameter L2_NUM_WAYS = 8;
parameter L2_NUM_SETS = 16;
parameter LLC_NUM_WAYS = 4;
parameter LLC_NUM_SETS = 64;
parameter NUM_CORES = 2;
parameter NUM_RING_STOPS = 7;  
parameter MEMORY_FILE="kernel.mem";
typedef enum logic[6:0] {
    op_lui      = 7'b0110111,  
    op_auipc    = 7'b0010111,  
    op_jal      = 7'b1101111,  
    op_jalr     = 7'b1100111,  
    op_br       = 7'b1100011,  
    op_load     = 7'b0000011,  
    op_store    = 7'b0100011,  
    op_imm      = 7'b0010011,  
    op_reg      = 7'b0110011,  
    op_sys      = 7'b1110011,  
    op_scall    = 7'b1010011,  
    op_sret     = 7'b1010110,  
    op_backdoor = 7'b00_010_11,  
    op_shutdown = 7'b01_010_11,  
    op_illegal  = 7'b0000000  
} rv_opcode  ;
typedef enum logic[2:0] {
    func3_add   = 3'b000,  
    func3_sll   = 3'b001,
    func3_slt   = 3'b010,
    func3_sltu  = 3'b011,
    func3_xor   = 3'b100,
    func3_srl   = 3'b101,  
    func3_or    = 3'b110,
    func3_and   = 3'b111
} func3_alu  ;
typedef enum logic[2:0] {
    func3_byte  = 3'b000,
    func3_half  = 3'b001,
    func3_word  = 3'b010,
    func3_ubyte = 3'b100,
    func3_uhalf = 3'b101
} func3_mem  ;
typedef enum logic[2:0] {
    func3_ecall     = 3'b000,  
    func3_csrrw     = 3'b001,  
    func3_csrrs     = 3'b010,  
    func3_csrrc     = 3'b011,  
    func3_csrrwi    = 3'b101,  
    func3_csrrsi    = 3'b110,  
    func3_csrrci    = 3'b111   
} func3_csr  ;
typedef enum logic[11:0] {
    imm_csr_mtvec = 12'h305,
    imm_csr_mepc  = 12'h341,
    imm_csr_mpp   = 12'h399,
    imm_csr_ecall = 12'b000000000000,
    imm_csr_mret  = 12'b001100000010
} imm_csr  ;
typedef enum logic[2:0] {
    alu_add     = 3'b000,
    alu_sll     = 3'b001,
    alu_sra     = 3'b010,
    alu_sub     = 3'b011,
    alu_xor     = 3'b100,
    alu_srl     = 3'b101,
    alu_or      = 3'b110,
    alu_and     = 3'b111
} alu_cmd  ;
typedef enum logic[2:0] {
    cmp_eq      = 3'b000,
    cmp_neq     = 3'b001,
    cmp_lt      = 3'b100,
    cmp_ltu     = 3'b110,
    cmp_ge      = 3'b101,
    cmp_geu     = 3'b111
} cmp_cmd  ;
typedef enum logic[2:0] {
    wb_alu,  
    wb_cmp,  
    wb_mem,  
    wb_ret,  
    wb_imm,  
    wb_csr   
} wb_cmd  ;
typedef enum logic[1:0] {
    cache_invalid    = 0,      
    cache_modified   = 1,      
    cache_shared     = 2       
} cache_line_state;
typedef struct packed {
    logic valid;
    logic[31:0] instruction;
    logic[31:0] pc;  
    rv_opcode opcode;
    logic[4:0] rs1_idx, rs2_idx, rd_idx;
    logic[31:0] rs1_val, rs2_val, rd_val;
    logic[31:0] csr_read_val;
    logic load_rd;
    logic[31:0] csr_val;
    logic load_csr;
    logic secure_push, secure_pop;
    logic[6:0] func7;
    logic[2:0] func3;
    logic[31:0] i_imm, s_imm, b_imm, u_imm, j_imm;
    logic[31:0] imm;  
    alu_cmd alu_command;
    logic alu_mux1;
    logic alu_mux2;
    cmp_cmd cmp_command;
    logic cmp_mux;
    logic[3:0] mem_mask;
    wb_cmd wb_command;
    logic[31:0] alu_out;
    logic cmp_out;
    logic[3:0] dmem_mask;
    logic dmem_write_en;
    logic[31:0] dmem_wdata;
    logic intr;  
    logic[1:0] decode_priv_level;  
    logic[1:0] commit_priv_level;  
    logic[31:0] pc_next;  
    logic alu_should_glitch;  
    logic should_shutdown;    
} controlword  ;
module decoder
    (
        input  logic[31:0] inst,
        output             is_illegal
    );
    wire [ 6:0] op      = inst[ 6: 0];
    wire [ 6:0] func7   = inst[31:25];
    wire [ 2:0] func3   = inst[14:12];
    wire [ 4:0] rs1     = inst[19:15];
    wire [ 4:0] rs2     = inst[24:20];
    wire [ 4:0] rd      = inst[11: 7];
    wire [11:0] imm_CSR = inst[31:20];
    wire is_LUI   = op==op_lui;
    wire is_BEQ   = op==op_br    && func3==cmp_eq;
    wire is_LW    = op==op_load  && func3==func3_word;
    wire is_SW    = op==op_store && func3==func3_word;
    wire is_ADDI  = op==op_imm   && func3==func3_add;
    wire is_SRLI  = op==op_imm   && func3==func3_srl   && func7==0;
    wire is_ADD   = op==op_reg   && func3==func3_add   && func7==0;
    wire is_ECALL = op==op_sys   && func3==func3_ecall && imm_CSR==imm_csr_ecall && rs1==0 && rd==0;
    wire is_CSRRW = op==op_sys   && func3==func3_csrrw;
    wire is_MRET  = op==op_sys   && func3==func3_ecall && imm_CSR==imm_csr_mret  && rs1==0 && rd==0;
    wire is_BACKDOOR = op==op_backdoor;
    wire is_legal = is_LUI   ||
                    is_BEQ   ||
                    is_LW    || is_SW    ||
                    is_ADDI  || is_SRLI  ||
                    is_ADD   ||
                    is_ECALL || is_CSRRW || is_MRET ||
                    is_BACKDOOR;
    assign is_illegal = !is_legal;
endmodule
==> run.sh <==
#!/bin/bash
# OpenROAD 26Q1-2900-gdf79404cd8, Yosys 0.63+post, stock flow scripts
make -C /OpenROAD-flow-scripts/flow DESIGN_CONFIG=/design/flow/config.mk WORK_HOME=/design/flow/orfs finish
==> config.mk <==
export PLATFORM = sky130hd
export DESIGN_NAME = decoder
export DESIGN_NICKNAME = decoder
export VERILOG_FILES = /design/flow/design.v
export SDC_FILE = /design/flow/constraint.sdc
export NUM_CORES = 4
export LEC_CHECK = 1
export CORE_AREA = 10 10 70 70
export DIE_AREA = 0 0 80 80
==> constraint.sdc <==
current_design decoder

set clk_period 2.0
set clk_io_pct 0.2

create_clock -name clk0 -period $clk_period

set non_clock_inputs [all_inputs -no_clocks]
set_input_delay [expr $clk_period * $clk_io_pct] -clock clk0 $non_clock_inputs
set_output_delay [expr $clk_period * $clk_io_pct] -clock clk0 [all_outputs]
==> results.txt <==
fresh numbers from the pnr run: hpwl dp 1030 um, setup TNS 0 ps, chip area 6400 um2, maximum vdd ir drop 0.0243 mV, hold buffer count at CTS 0, Worst setup SP type input pin, status completed, fp_density 5.79%, final period utilization 96.2%, Avg Inst Size Synth 6.59 um2, fin crit period 1920 ps, DRT Wirelength 1250 um, GRT overflow 0, Slew headroom 83.5%, Syn Inst Count 30, seq_cells 0, drt first-iter violations 5, Max-Cap Viols 0, Leakage 0.000297 uW, Die W 80 um, global-route wire length before repair 1970 um, I/O Pins 33, Diodes inserted 0, placed cell count 111, Hold WC Path Type input pin to output port, Chip Area, Yosys 198 um2, antenna violations before repair 0, vias in the first global route 417, Seq share, synth 0%, drt first pass iters 2, Reg power frac 0%, Synth Cell Area 198 um2, PnR worst setup slack 75.8 ps, Net Sw Power 28.3 uW, crit end category output port, Buffers on Ports 33, Clock power frac 0%, # DRC 0, worst-path maximum fanout 1, Hold Vio Cnt, Final 0, worst slew pin tran 245 ps, Log Warnings 32, # clk buffers 0, Crit Path Category input pin to output port, synth warn 0, commonest cells after routing, fill and taps aside 17 x dlygate4sd2_1, 8 x dlymetal6s2s_1, 5 x buf_4, dominant cell type by area after synthesis nor4_1, Register Area 0 um2, die span in y 80 um, fmax 0.520 GHz, ys cells 30, Core Rows 21, GRT Overall Usage 3.58%, Core Footprint 3420 um2, worst slack at placement -630 ps, Cell area leaders nor4_1 13%, nor3_1 10%, or4b_1 10%, antenna viol nets, final 0, Slew Limit Fails 0, pin count of the biggest net entering global routing 9, pwr/cell area 124 nW/um2, P_int 53.4 uW, GP Congestion 0.849, Synth cell types 19, P&R area growth vs syn 232%, non-filler instance count after layout 113, Routed wire per std cell 11.1 um, endpoints failing setup 0, Comb pwr share 100.0%, routed via count 408, Area leader share 12.7%, switching portion of total power 34.6%, Min Hold Slack 1340 ps, Via density 3.61, most numerous logic cell after layout dlygate4sd2_1, WP data arrival 1520 ps, Req. time, crit path 1600 ps, layout cells sized above 1 31.3%, Final Power 81.6 uW
[cell type report]
type | instances | area, um2
fill | 379 | 2760
multi-input combinational | 30 | 256
tap | 46 | 57.6
timing repair buffer | 37 | 343
[stage by stage]
stage | utilization, % | cell area, um2
after floorplan | - | 198
final | 19.2 | 657
after global routing | 19.2 | 657
after CTS | 18.0 | 616
after global placement | 17.6 | 601
after detailed placement | 17.6 | 601
[metal layers]
| layer | vias to the layer above | track usage, % | wire length, um |
|---|---|---|---|
| li1 | 206 | - | - |
| met1 | 176 | 4.94 | 581 |
| met2 | 26 | 5.38 | 475 |
| met3 | 0 | 1.48 | 197 |
| met4 | 0 | 0 | 0 |
| met5 | - | 0 | 0 |
[power by group through the flow]
stage                 registers [uW]  logic, uW  clock network, uW
after CTS                          0       79.8                  0
after global routing               0       89.3                  0
final                              0       81.6                  0
[cells by family (layout without fill, tap and decap cells)]
family	after synthesis	count (layout)	share of synthesized area (%)
AND/OR/NAND/NOR	24	24	77.8
AND-OR/OR-AND	6	6	22.2
buffers and inverters	0	37	0
[repair_timing]
action	in CTS	in global routing
pin swaps	14	11
setup buffers	2	0
resized	40	23
setup endpoints to repair	1	1
[synth_stat cells, types with 2 or more instances]
master    n
nor4_1    4
and3_1    2
nor3_1    4
nand2_1   2
a211oi_1  2
or4_1     2
or4b_1    2
[path summary, 6_finish.rpt]
check,start,endpoint,slack [ps],cells past startpoint
setup / recovery,inst[26],is_illegal,80,5
hold / removal,inst[5],is_illegal,1340,5
[critical path: stages]
cell             delay, ps
clkdlybuf4s50_1        390
or4_1                  420
nor3_2                 120
a211oi_1                80
buf_2                  120
Power figures rest on the tool's default switching activity, not on a simulated workload.
